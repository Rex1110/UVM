==> design.v <==
module demosaic(
    input                   clk,
    input                   reset,
    input                   in_en,
    input           [ 7:0]  data_in,
    output  logic   [14:0]  img_addr,
    input           [ 8:0]  width,
    input           [ 7:0]  height,
    output  logic           wr_r,
    output  logic   [15:0]  addr_r,
    output  logic   [ 7:0]  wdata_r,
    input           [ 7:0]  rdata_r,
    output  logic           wr_g,
    output  logic   [15:0]  addr_g,
    output  logic   [ 7:0]  wdata_g,
    input           [ 7:0]  rdata_g,
    output  logic           wr_b,
    output  logic   [15:0]  addr_b,
    output  logic   [ 7:0]  wdata_b,
    input           [ 7:0]  rdata_b,
    output  logic           done
);
    localparam IDLE                 = 3'd0;
    localparam READ_BAYER_PATTERN   = 3'd1;
    localparam INTERPOLATION        = 3'd2;
    localparam SAVE_RGB_CHANNEL     = 3'd3;
    localparam DONE                 = 3'd4;
    logic [2:0] state, next_state;
    logic [1:0] filter;
    logic [14:0] cnt;
    logic [9:0] acc_g, acc_r, acc_b;
    logic [1:0] acc_cnt;
    logic [7:0] width_cnt;
    logic odd_row;
    logic [7:0] height_ff;
    logic [8:0] width_ff;
    always_ff @(posedge clk, posedge reset) begin
        if (reset) begin
            width_cnt <= 'd0;
        end else if (state == IDLE) begin
            width_cnt <= 'd0;
        end else if (state == READ_BAYER_PATTERN || state == SAVE_RGB_CHANNEL) begin
            if (width_cnt == (width_ff - 'd1)) begin
                width_cnt <= 'd0;
            end else begin
                width_cnt <= width_cnt + 'd1;
            end
        end else begin
            width_cnt <= width_cnt;
        end
    end
    always_ff @(posedge clk, posedge reset) begin
        if (reset) begin
            odd_row <= 'd0;
        end else if (state == IDLE || (state == READ_BAYER_PATTERN && next_state == INTERPOLATION)) begin
            odd_row <= 'd0;
        end else if ((width_cnt == (width_ff - 'd1)) && (state == READ_BAYER_PATTERN || state == SAVE_RGB_CHANNEL)) begin
            odd_row <= ~odd_row;    
        end else begin
            odd_row <= odd_row;
        end 
    end
    always_ff @(posedge clk, posedge reset) begin
        if (reset) begin
            width_ff  <= 'd0;
            height_ff <= 'd0;
        end else if (in_en) begin
            width_ff  <= width;
            height_ff <= height;
        end else begin
            width_ff  <= width_ff;
            height_ff <= height_ff;
        end
    end
    always_ff @(posedge clk, posedge reset) begin
        if (reset) begin
            state <= IDLE;
        end else begin
            state <= next_state;
        end
    end
    always_comb begin
        unique case (state) 
            IDLE: begin
                if (in_en) begin
                    next_state = READ_BAYER_PATTERN;
                end else begin
                    next_state = IDLE;
                end
            end
            READ_BAYER_PATTERN: begin
                if (cnt == (height_ff * width_ff -'d1)) begin
                    next_state = INTERPOLATION;
                end else begin
                    next_state = READ_BAYER_PATTERN;
                end
            end
            INTERPOLATION: begin
                if (odd_row == 'd0) begin
                    if (width_cnt[0] == 1'b0) begin
                        next_state = (filter == 2'b01) ? SAVE_RGB_CHANNEL : INTERPOLATION;
                    end else begin
                        next_state = (filter == 2'b11) ? SAVE_RGB_CHANNEL : INTERPOLATION;
                    end
                end else begin
                    if (width_cnt[0] == 1'b0) begin
                        next_state = (filter == 2'b11) ? SAVE_RGB_CHANNEL : INTERPOLATION;
                    end else begin
                        next_state = (filter == 2'b01) ? SAVE_RGB_CHANNEL : INTERPOLATION;
                    end
                end
            end
            SAVE_RGB_CHANNEL: begin
                if (cnt == (height_ff * width_ff -'d1)) begin
                    next_state = DONE;
                end else begin
                    next_state = INTERPOLATION;
                end
            end
            DONE: begin
                next_state = IDLE;
            end
            default: begin
                next_state = IDLE;
            end
        endcase
    end
    always_ff @(posedge clk, posedge reset) begin
        if (reset) begin
            cnt <= 'd0;
        end else if (state == IDLE) begin
            cnt <= 'd0;
        end else if (state == READ_BAYER_PATTERN) begin
            if (cnt == (height_ff * width_ff - 'd1)) begin
                cnt <= 'd0;
            end else begin
                cnt <= cnt + 'd1;
            end
        end else if (state == SAVE_RGB_CHANNEL) begin
            cnt <= cnt + 'd1;
        end else begin
            cnt <= cnt;
        end
    end
    always_comb begin
        unique case (state)
            READ_BAYER_PATTERN: begin
                if (odd_row == 'd0) begin
                    if (width_cnt[0] == 1'b0) begin
                        wr_r = 1'b0;
                        wr_g = 1'b1;
                        wr_b = 1'b0;
                    end else begin
                        wr_r = 1'b1;
                        wr_g = 1'b0;
                        wr_b = 1'b0;
                    end
                end else begin
                    if (width_cnt[0] == 1'b0) begin
                        wr_r = 1'b0;
                        wr_g = 1'b0;
                        wr_b = 1'b1;
                    end else begin
                        wr_r = 1'b0;
                        wr_g = 1'b1;
                        wr_b = 1'b0;
                    end
                end
            end
            SAVE_RGB_CHANNEL: begin
                if (odd_row == 'd0) begin
                    if (width_cnt[0] == 1'b0) begin
                        wr_r = 1'b1;
                        wr_g = 1'b0;
                        wr_b = 1'b1;
                    end else begin
                        wr_r = 1'b0;
                        wr_g = 1'b1;
                        wr_b = 1'b1;
                    end
                end else begin
                    if (width_cnt[0] == 1'b0) begin
                        wr_r = 1'b1;
                        wr_g = 1'b1;
                        wr_b = 1'b0;
                    end else begin
                        wr_r = 1'b1;
                        wr_g = 1'b0;
                        wr_b = 1'b1;
                    end
                end
            end
            default: begin
                wr_r = 1'b0;
                wr_g = 1'b0;
                wr_b = 1'b0;
            end
        endcase
    end
    always_ff @(posedge clk, posedge reset) begin
        if (reset) begin
            filter <= 'b0;
        end else if (state == IDLE) begin
            filter <= 'b0;
        end else if (state == INTERPOLATION) begin
            if (odd_row == 'd0) begin
                if (width_cnt[0] == 1'b0) begin
                    filter <= filter ^ 2'b1;
                end else begin
                    filter <= filter + 2'b1;
                end
            end else begin
                if (width_cnt[0] == 1'b0) begin
                    filter <= filter + 2'b1;
                end else begin
                    filter <= filter ^ 2'b1;
                end
            end
        end else begin
            filter <= filter;
        end
    end
    assign img_addr = cnt;
    always_comb begin
        if (state == READ_BAYER_PATTERN || state == SAVE_RGB_CHANNEL) begin
            addr_r = cnt;
            addr_g = cnt;
            addr_b = cnt;
        end else begin
            if (odd_row == 'd0) begin
                if (width_cnt[0] == 1'b0) begin
                    if (filter == 2'b0) begin
                        addr_r = cnt - 'd1;
                        addr_g = cnt;
                        addr_b = cnt - width_ff;
                    end else begin
                        addr_r = cnt + 'd1;
                        addr_g = cnt;
                        addr_b = cnt + width_ff;
                    end
                end else begin
                    unique case (filter)
                        2'b00: begin
                            addr_r = cnt;
                            addr_g = cnt - width_ff;
                            addr_b = cnt - (width_ff + 'd1);
                        end
                        2'b01: begin
                            addr_r = cnt;
                            addr_g = cnt - 'd1;
                            addr_b = cnt - (width_ff - 'd1);
                        end
                        2'b10: begin
                            addr_r = cnt;
                            addr_g = cnt + 'd1;
                            addr_b = cnt + (width_ff - 'd1);
                        end
                        2'b11: begin
                            addr_r = cnt;
                            addr_g = cnt + width_ff;
                            addr_b = cnt + (width_ff + 'd1);
                        end
                    endcase
                end
            end else begin
                if (width_cnt[0] == 1'b0) begin
                    unique case (filter)
                        2'b00: begin
                            addr_r = cnt - (width_ff + 'd1);
                            addr_g = cnt - width_ff;
                            addr_b = cnt;
                        end
                        2'b01: begin
                            addr_r = cnt - (width_ff - 'd1);
                            addr_g = cnt - 'd1;
                            addr_b = cnt;
                        end
                        2'b10: begin
                            addr_r = cnt + (width_ff - 'd1);
                            addr_g = cnt + 'd1;
                            addr_b = cnt;
                        end
                        2'b11: begin
                            addr_r = cnt + (width_ff + 'd1);
                            addr_g = cnt + width_ff;
                            addr_b = cnt;
                        end
                    endcase
                end else begin
                    if (filter == 2'b0) begin
                        addr_r = cnt - width_ff;
                        addr_g = cnt;
                        addr_b = cnt - 'd1;
                    end else begin
                        addr_r = cnt + width_ff;
                        addr_g = cnt;
                        addr_b = cnt + 'd1;
                    end
                end
            end
        end
    end
    always_ff @(posedge clk, posedge reset) begin
        if (reset) begin
            acc_r <= 'd0;
            acc_g <= 'd0;
            acc_b <= 'd0;
        end else if (state == IDLE) begin
            acc_r <= 'd0;
            acc_g <= 'd0;
            acc_b <= 'd0;
        end else if (state == INTERPOLATION) begin
            acc_r <= acc_r + rdata_r;
            acc_g <= acc_g + rdata_g;
            acc_b <= acc_b + rdata_b;
        end else if (state == SAVE_RGB_CHANNEL) begin
            acc_r <= 'd0;
            acc_g <= 'd0;
            acc_b <= 'd0;
        end else begin
            acc_r <= acc_r;
            acc_g <= acc_g;
            acc_b <= acc_b;
        end
    end
    always_ff @(posedge clk, posedge reset) begin
        if (reset) begin
            acc_cnt <= 'd0;
        end else if (state == IDLE) begin
            acc_cnt <= 'd0;
        end else begin
            acc_cnt <= filter;
        end
    end
    always_comb begin
        if (state == SAVE_RGB_CHANNEL) begin
            wdata_r = acc_r >> ((acc_cnt >> 1) + 'd1);
            wdata_g = acc_g >> ((acc_cnt >> 1) + 'd1);
            wdata_b = acc_b >> ((acc_cnt >> 1) + 'd1);
        end else begin
            wdata_r = data_in;
            wdata_g = data_in;
            wdata_b = data_in;
        end
    end
    assign done = (state == DONE);
endmodule
==> run.sh <==
#!/bin/bash
# OpenROAD 26Q1-2900-gdf79404cd8, Yosys 0.63+post, stock flow scripts
make -C /OpenROAD-flow-scripts/flow DESIGN_CONFIG=/design/flow/config.mk WORK_HOME=/design/flow/orfs finish
==> config.mk <==
export PLATFORM = sky130hd
export DESIGN_NAME = demosaic
export DESIGN_NICKNAME = demosaic
export VERILOG_FILES = /design/flow/design.v
export SDC_FILE = /design/flow/constraint.sdc
export NUM_CORES = 4
export LEC_CHECK = 1
export CORE_UTILIZATION = 30
==> constraint.sdc <==
current_design demosaic

set clk_period 13.1
set clk_io_pct 0.2

create_clock -name clk0 -period $clk_period [get_ports {clk}]

set non_clock_inputs [all_inputs -no_clocks]
set_input_delay [expr $clk_period * $clk_io_pct] -clock clk0 $non_clock_inputs
set_output_delay [expr $clk_period * $clk_io_pct] -clock clk0 [all_outputs]
==> results.sh <==
# physical design summary
export IMPL_outcome="completed"
export IMPL_hold_path_class="flop to flop"
export IMPL_placed_cells_incl_taps=2298
export IMPL_ys_flops=79
export IMPL_warnings=45
export IMPL_post_cts_setup_buffer_count=0
export IMPL_ys_area_sq_um=12900
export IMPL_topCellsByArea="dfrtp_1 (15%), ha_1 (11%), fa_1 (8.2%)"
export IMPL_vdd_ir_drop_max_uv=131
export IMPL_io_buffers=142
export IMPL_ys_types=86
export IMPL_antenna_found_initial=1
export IMPL_startpoint_type="flop"
export IMPL_syn_avg_cell_area_sq_um=7.58
export IMPL_cp_max_fo=21
export IMPL_slew_violations=0
export IMPL_dpl_hpwl_mm=34.7
export IMPL_grt_max_degree=57
export IMPL_tns_ns=0
export IMPL_hold_viol_final=0
export IMPL_final_common_cell="nand2_1"
export IMPL_route_vias_total=12700
export IMPL_track_usage_pct=21.2
export IMPL_postRouteAntennaNets=0
export IMPL_p_leak_nw=6.26
export IMPL_crit_required_ns=10.48
export IMPL_layout_min_cycle_time_ns=9.01
export IMPL_cp_end_kind="output pin"
export IMPL_cap_violations=0
export IMPL_ctsHoldBuffers=0
export IMPL_layout_drive_gt1_share_pct=5.63
export IMPL_wl_mm=45.3
export IMPL_die_h_um=210
export IMPL_clock_latency_ns=0.37
export IMPL_crit_type="flop to output pin"
export IMPL_ys_cells=1705
export IMPL_fp_row_count=75
export IMPL_cts_tree="done"
export IMPL_grt_overflow=0
export IMPL_tightest_slew_ns=0.869
export IMPL_wl_per_cell_um=19.6
export IMPL_finalSetupViolations=0
export IMPL_synth_area_sq_um=12900
export IMPL_instances_no_fill=2315
export IMPL_power_density_nw_per_um2=116
export IMPL_cts_inserted_buffers=9
export IMPL_synth_seq_area_share_pct=15.3
export IMPL_cts_root_buf="clkbuf_16"
export IMPL_async_flop_share_pct=100
export IMPL_ys_warn_count=1
export IMPL_maxSlewHeadroom_pct=40.5
export IMPL_num_io_pins=143
export IMPL_fp_util_pct=30.6
export IMPL_dieArea_sq_um=43900
export IMPL_detail_route_vias_per_cell=5.49
export IMPL_place_congestion=0.948
export IMPL_max_freq_mhz=111
export IMPL_cts_max_level=3
export IMPL_firstDrtPassIters=5
export IMPL_r2r_slack_ns=7.14
export IMPL_clk_path_buf_depth=2
export IMPL_drt_iter0_markers=921
export IMPL_edf_count=0
export IMPL_arrival_ns=6.39
export IMPL_period_used_pct=68.8
export IMPL_top_area_cell="dfrtp_1"
export IMPL_final_cell_mix="nand2_1 (183), clkdlybuf4s50_1 (142), nor2_1 (140), a21oi_1 (121), ha_1 (114)"
export IMPL_ff_type="dfrtp_1"
export IMPL_grt_pass1_wl_mm=70.7
export IMPL_fin_worst_skew_ns=0.0121
export IMPL_grt_pass1_vias=12300
export IMPL_cts_resized_gates=0
export IMPL_top_area_share_pct=15.1
export IMPL_cts_sinks=79
export IMPL_die_width_um=210
export IMPL_clk_pin_slew_ns=0.07
export IMPL_syn_to_final_growth_pct=17.2
export IMPL_syn_inst=1705
export IMPL_rsz0062_at_grt="false"
export IMPL_core_sq_um=42200
export IMPL_drcViolationCount=0
## path summary, 6_finish.rpt
check / to / cells past startpoint / startpoint
setup / recovery: addr_b[13] / 21 / width_ff[0]$_DFFE_PP0P_
hold / removal: state[0]$_DFF_PP1_ / 1 / state[1]$_DFF_PP0_
setup reg to reg: state[2]$_DFF_PP0_ / 18 / width_ff[4]$_DFFE_PP0P_
hold reg to reg: state[0]$_DFF_PP1_ / 1 / state[1]$_DFF_PP0_
max in group asynchronous: cnt[5]$_DFFE_PP0P_ / 3 / reset
min in group asynchronous: acc_r[6]$_DFFE_PP0P_ / 2 / reset
## power breakdown
group | leakage [nW] | switching [W] | internal, W
logic | 5.12 | 0.000673 | 0.000519
registers | 0.972 | 0.0000214 | 0.000248
clock network | 0.161 | 0.000127 | 0.000171
## routing by layer
layer	part of all wire [%]	vias up	GRT usage (%)
met4	2.2	0	4.23
met1	45	5992	30.4
met2	45	450	33.3
li1	-	6205	-
met5	0	-	0
met3	7.8	53	4.57
## critical path, stage by stage (launching register included)
cell and delay (ns):
dfrtp_1 0.84, inv_1 0.22, ha_1 0.37, or2_1 0.24
a21oi_1 0.16, o31ai_1 0.13, nor3_1 0.28, and4_1 0.28
xnor2_1 0.12, nor2_1 0.06, o41a_1 0.34, ha_1 0.38
o21a_1 0.14, o21a_1 0.16, o21ai_0 0.15, a21oi_1 0.08
a2111oi_0 0.78, nor2_1 0.14, xor2_1 0.25, a21oi_1 0.10
a311oi_1 0.28, clkdlybuf4s50_1 0.51
## cell usage after synthesis (16+ instances only)
cell / n
a211oi_1: 26
a21o_1: 19
a21oi_1: 121
a221oi_1: 18
a31oi_1: 38
and2_1: 28
buf_1: 17
clkbuf_1: 90
dfrtp_1: 78
fa_1: 53
ha_1: 115
inv_1: 97
mux2i_1: 43
nand2_1: 183
nand2b_1: 17
nand3_1: 46
nand4_1: 16
nor2_1: 141
nor3_1: 32
o21ai_0: 93
o21ai_1: 30
xnor2_1: 91
xor2_1: 35
## flip-flops by register name, indices dropped and copies added, names as in the netlist
| name | count |
|---|---|
| acc_b | 10 |
| acc_cnt | 1 |
| acc_g | 10 |
| acc_r | 10 |
| cnt | 15 |
| filter | 2 |
| height_ff | 8 |
| odd_row | 1 |
| state | 5 |
| width_cnt | 8 |
| width_ff | 9 |
## metrics by stage
step	cell area (sq um)	hold WS, ns	utilization (%)	total power (W)	setup slack, ns
2_1_floorplan	12900	0.405	-	0.00121	6.04
3_3_place_gp	14800	0.449	35.1	0.00146	4.60
3_5_place_dp	14800	0.455	35.1	0.00146	4.59
4_1_cts	15100	0.477	35.9	0.00177	4.15
5_1_grt	15100	0.491	35.9	0.00193	3.53
6_report	15100	0.469	35.9	0.00176	4.09
## layout make-up
class	instances	area (sq um)
Antenna cell	1	2.50
Sequential cell	79	1980
Inverter	103	388
Fill cell	4322	27100
Multi-Input combinational cell	1398	10100
Timing Repair Buffer	179	1700
Tap cell	539	674
Clock buffer	9	225
Clock inverter	7	113
## cells by family after synthesis
logic type	share of synthesized area (%)
and+or+nand+nor	20.2
AOI/OAI and AO/OA	25.2
buffers and inverters	6.88
adders and majority gates	19.3
xor gates and xnor gates	8.79
DFF	15.3
muxes	4.20
No activity file was given, so power comes from the tool's default toggle rates.
