==> flow/run.sh <==
#!/bin/bash
# OpenROAD 26Q1-2900-gdf79404cd8, Yosys 0.63+post, stock flow scripts
make -C /OpenROAD-flow-scripts/flow DESIGN_CONFIG=/design/flow/config.mk WORK_HOME=/design/flow/orfs finish
==> flow/design.v <==
module  ATCONV(
	input					clk,
	input					reset,
	output	logic			busy,	
	input					ready,	
	output 	logic	[11:0]	iaddr,
	input 	signed 	[12:0]	idata,
	output	logic 			cwr,
	output  logic	[11:0]	caddr_wr,
	output 	logic	[12:0] 	cdata_wr,
	output	logic 			crd,
	output 	logic	[11:0] 	caddr_rd,
	input 			[12:0] 	cdata_rd,
	output 	logic 			csel
);
	parameter IDLE 			= 2'd0;
	parameter CONVOLUTION 	= 2'd1;
	parameter POOLING       = 2'd2;
	parameter STRIDE2       = 2'd3;
	logic [12:0] answer;
	logic [1:0] state, next_state;
	logic [5:0] image_X, image_Y;
	logic [8:0] filter_X, filter_Y;
	logic [12:0] acc;
	logic [5:0] addr_X, addr_Y;
	logic [143:0] filter;
	always_ff @(posedge clk, posedge reset) begin
		if (reset) begin
			filter <= 144'h1FFF_1FFE_1FFF_1FFC_0010_1FFC_1FFF_1FFE_1FFF;
		end else if (state == IDLE) begin
			filter <= 144'h1FFF_1FFE_1FFF_1FFC_0010_1FFC_1FFF_1FFE_1FFF;
		end else if (state == CONVOLUTION) begin
			filter <= {filter[15:0], filter[143:16]};
		end else begin
			filter <= filter;
		end
	end
	always_ff @(posedge clk, posedge reset) begin
		if (reset) begin
			filter_X <= 9'b010_000_110;
		end else if (state == IDLE) begin
			filter_X <= 9'b010_000_110;
		end else if (state == CONVOLUTION) begin
			if (next_state == POOLING) begin
				filter_X <= 9'b0;
			end else begin
				filter_X <= {filter_X[2:0], filter_X[8:3]};
			end
		end else if (state == POOLING) begin
			filter_X <= filter_X ^ 9'b1;
		end else begin
			filter_X <= filter_X;
		end
	end
	always_ff @(posedge clk, posedge reset) begin
		if (reset) begin
			filter_Y <= 9'b010_000_110;
		end else if (state == IDLE) begin
			filter_Y <= 9'b010_000_110;
		end else if (filter_X[2:0] == 3'b010) begin
			if (next_state == POOLING) begin
				filter_Y <= 9'b0;
			end else begin
				filter_Y <= {filter_Y[2:0], filter_Y[8:3]};
			end
		end else if (state == POOLING && filter_X == 9'b1) begin
			filter_Y <= filter_Y ^ 9'b1;
		end else begin
			filter_Y <= filter_Y;
		end
	end
	always_ff @(posedge clk, posedge reset) begin
		if (reset) begin
			image_X <= 6'b0;
		end else if (state == IDLE) begin
			image_X <= 6'b0;
		end else if (filter_X[2:0] == 3'b010 && filter_Y[2:0] == 3'b010) begin
			if (next_state == POOLING) begin
				image_X <= 6'b0;
			end else begin
				image_X <= image_X + 6'b1;
			end
		end else if (state == STRIDE2) begin
			image_X <= image_X + 6'd2;
		end else begin
			image_X <= image_X;
		end
	end
	always_ff @(posedge clk, posedge reset) begin
		if (reset) begin
			image_Y <= 6'b0;
		end else if (state == IDLE) begin
			image_Y <= 6'b0;
		end else if (filter_X[2:0] == 3'b010 && filter_Y[2:0] == 3'b010 && image_X == 6'b11_1111) begin
			if (next_state == POOLING) begin
				image_Y <= 6'b0;
			end else begin
				image_Y <= image_Y + 6'b1;
			end
		end else if (state == STRIDE2 && image_X == 6'd62) begin
			image_Y <= image_Y + 6'd2;
		end else begin
			image_Y <= image_Y;
		end
	end
	always_comb begin
		if ($signed({1'b0, image_X}) + $signed(filter_X[2:0]) < 0) begin
			addr_X = 6'd0;
		end else if ($signed({1'b0, image_X}) + $signed(filter_X[2:0]) > 63) begin
			addr_X = 6'd63;
		end else begin
			addr_X = $signed({1'b0, image_X}) + $signed(filter_X[2:0]);
		end
	end
	always_comb begin
		if ($signed({1'b0, image_Y}) + $signed(filter_Y[2:0]) < 0) begin
			addr_Y = 6'd0;
		end else if ($signed({1'b0, image_Y}) + $signed(filter_Y[2:0]) > 63) begin
			addr_Y = 6'd63;
		end else begin
			addr_Y = $signed({1'b0, image_Y}) + $signed(filter_Y[2:0]);
		end
	end
	always_comb begin
		iaddr = addr_X + (addr_Y * 64);
	end
	always_ff @(posedge clk, posedge reset) begin
		if (reset) begin
			acc <= 13'b0;
		end else if (state == IDLE) begin
			acc <= 13'b0;
		end else if (filter_X[2:0] == 3'b010 && filter_Y[2:0] == 3'b010) begin
			acc <= 13'b0;
		end else if (state == CONVOLUTION) begin
			acc <= $signed(acc) + ((idata >> 4) * $signed(filter[12:0]));
		end else if (state == STRIDE2) begin
			acc <= 13'b0;
		end else if (state == POOLING && cdata_rd > acc) begin
			acc <= cdata_rd;
		end else begin
			acc <= acc;
		end
	end
	assign answer = $signed(acc) + ((idata >> 4) * $signed(filter[12:0])) + $signed(13'h1FF4);
	always_comb begin
		if ((filter_X[2:0] == 3'b010 && filter_Y[2:0] == 3'b010) || state == STRIDE2) begin
			cwr = 1'b1;
		end else begin
			cwr = 1'b0;
		end
	end
	always_comb begin
		if (state == CONVOLUTION) begin
			if (answer[12] == 1'b1) begin
				cdata_wr = 13'b0;
			end else begin
				cdata_wr = answer;
			end
		end else begin
			cdata_wr = {acc[12:4], 4'b0} + ((|acc[3:0]) << 4);
		end
	end
	always_comb begin
		if (state == IDLE) begin
			csel = 'b0;
			crd  = 'b0;
			caddr_rd = 'd0;
			caddr_wr = 'd0;
		end else if (state == CONVOLUTION || state == POOLING) begin
			csel = 1'b0;
			crd = 1'b1;
			caddr_rd = addr_X + (addr_Y * 64);
			caddr_wr = image_X + 64 * image_Y;
		end else begin
			csel = 1'b1;
			crd = 1'b1;
			caddr_rd = addr_X + (addr_Y * 64);
			caddr_wr = (image_X >> 1) + (16 * image_Y);
		end
	end
	always_ff @(posedge clk, posedge reset) begin
		if (reset) begin
			state <= IDLE;
		end else begin
			state <= next_state;
		end
	end
	always_comb begin
		case (state)
			IDLE: begin
				if (ready) begin
					next_state = CONVOLUTION;
				end else begin
					next_state = IDLE;
				end
			end
			CONVOLUTION: begin
				if (filter_X[2:0] == 3'b010 && filter_Y[2:0] == 3'b010 && caddr_wr == 12'd4095) begin
					next_state = POOLING;
				end else begin
					next_state = CONVOLUTION;
				end
			end
			POOLING: begin
				if (filter_X[0] == 1'b1 && filter_Y[0] == 1'b1) begin
					next_state = STRIDE2;
				end else begin
					next_state = POOLING;
				end
			end
			STRIDE2: begin
				if (caddr_wr == 12'd1023) begin
					next_state = IDLE;
				end else begin
					next_state = POOLING;
				end
			end
		endcase
	end
	always_ff @(posedge clk, posedge reset) begin
		if (reset) begin
			busy <= 1'b0;
		end else if (ready) begin
			busy <= 1'b1;
		end else if (next_state == IDLE) begin
			busy <= 1'b0;
		end else begin
			busy <= busy;
		end
	end
endmodule
==> flow/constraint.sdc <==
current_design ATCONV

set clk_period 11.1
set clk_io_pct 0.2

create_clock -name clk0 -period $clk_period [get_ports {clk}]

set non_clock_inputs [all_inputs -no_clocks]
set_input_delay [expr $clk_period * $clk_io_pct] -clock clk0 $non_clock_inputs
set_output_delay [expr $clk_period * $clk_io_pct] -clock clk0 [all_outputs]
==> flow/config.mk <==
export PLATFORM = sky130hd
export DESIGN_NAME = ATCONV
export DESIGN_NICKNAME = ATCONV
export VERILOG_FILES = /design/flow/design.v
export SDC_FILE = /design/flow/constraint.sdc
export NUM_CORES = 4
export LEC_CHECK = 1
export CORE_UTILIZATION = 50
==> out/results.txt <==
Mean Syn Cell Area: 9.59 µm²
final hold vios: 0
post-synthesis cell count: 1252
hpwl dp: 17.9 mm
Setup Skew: 0.0174 ns
Initial DRC Count: 511
Finish-stage setup viols: 0
# IOs: 82
Yosys warnings: 1
first-pass GRT wire length: 42.8 mm
via/cell ratio: 5.32
RSZ-0062 raised after global routing: false
H-tree levels: 4
post_cts resized: 0
Final Cycle Share: 0.957
FP Util: 0.511
setup TNS: 0 ns
drt wl/cell: 15.6 µm
Final Util: 0.581
worst r2r src: filter[5]
Top FF cell, synth: dfstp_2
Reg clk slew, reported paths: 0.08 ns
Pre-antenna DRT Iters: 6
Synth async-reset ratio: 1.00
GR Overflow Total: 0
post-CTS setup buffer count: 0
status: completed
OpenROAD warnings: 32
fin cells: 1626
CTS tree: yes
min-delay src: busy
worst hold path depth: 1
full die area: 24600 µm²
Worst-Skew Late Latency: 0.43 ns
Max transition margin: 0.424
cts hold-fix bufs: 0
Yosys chip area: 12000 µm²
EDFF count, synth: 0
GP Congestion: 0.859
Diodes inserted: 0
hold_ws: 0.483 ns
Detail Route Antenna Nets: 0
Area growth syn-to-layout: 13.6%
share of cells above drive strength 1: 0.142
die width: 157 µm
Seq cells post-synth: 165
crit start category: input port
Reg-to-Reg End: acc[11]
Die Ht: 157 µm
cts bufs inserted: 17
Mapped Area: 12000 µm²
number of cells in Yosys stat: 1252
Hold Path Sink: busy
actual slew at the worst max-slew pin: 0.857 ns
Final Slew Violations: 0
hold crit path type: reg -> reg
R2R depth: 18
WL final: 25.4 mm
Critical path origin: idata[7]
gr usage total: 0.228
antenna violations before repair: 0
Synth Seq Share: 0.355
Root Driver: clkbuf_16
fmax: 0.0941 GHz
maxcap violations: 0
CP Capture Type: primary output
Netlist cell types: 85
core region area: 23500 µm²
clock tree buffer depth: 2
worst path arrival time: 8.41 ns
largest net degree at the start of global routing: 64
Sink Count: 165
CP max FO: 9
WS Path Type: in -> out
buffers added on ports: 77
R2R Setup Slk: 5.42 ns
total number of vias: 8649
placed cells: 1594
Core Rows: 56
crit path time final: 10.63 ns
vias in the first global route: 8362
Worst EP required: 8.88 ns
Residual DRC: 0
## cell usage after synthesis, types with 4 or more instances
cell type  instances  area (µm²)
clkbuf_1          47         176
o21ai_0           19        95.1
inv_1            114         428
a211oi_1           5        37.5
a21oi_1           49         245
fa_1              56        1120
xnor2_1           36         315
o21bai_1           4        30.0
nand4_1            9        56.3
nand2b_1           4        25.0
and2_1            36         225
buf_2             11        55.1
a31oi_1            7        43.8
nor3_1            24         120
xor2_1            13         114
buf_1              6        22.5
nor2_1            91         342
dfrtp_1           59        1480
ha_1              71         888
nand3_1           34         170
nor4_1             4        25.0
and3_1             4        25.0
nor2b_1            6        37.5
a211o_1            4        35.0
o21a_1             4        30.0
o22ai_1            5        31.3
o31ai_1            7        52.6
a211oi_2           4        50.1
dfstp_2          106        2790
nand2_1          195         732
a21o_1            14         105
a22oi_1            4        30.0
mux2i_1          125        1250
## critical path, cell delays in order
cell and delay, ns:
clkdlybuf4s50_1 0.48, nand2_1 0.08, fa_1 0.54, inv_1 0.08, fa_1 0.50, inv_1 0.05
fa_1 0.47, inv_1 0.06, fa_1 0.53, inv_1 0.06, fa_1 0.54, inv_1 0.04
ha_1 0.36, o21ai_1 0.11, o21a_1 0.24, o311a_1 0.38, a311oi_4 0.44, nand3_4 0.15
xnor2_4 0.35, nand2b_4 0.21, o22ai_1 0.08, clkdlybuf4s50_1 0.42
## per-stage QoR
stage	cell area, µm²	worst slack [ns]
after detailed placement	13000	0.456
after global placement	13000	0.460
final	13600	0.472
after floorplan	12000	1.57
after CTS	13600	0.435
after global routing	13600	0.117
## metal layers
layer / vias up / share of wire / track usage
met5: - / 0 / 0
met2: 135 / 0.47 / 0.352
li1: 4296 / - / -
met3: 11 / 0.033 / 0.0294
met4: 0 / 0.0092 / 0.0233
met1: 4207 / 0.48 / 0.371
## flip-flops by register name, indices dropped and copies added, names as in the netlist
register,count
filter,117
busy,1
state,4
filter_X,9
acc,13
image_X,6
image_Y,6
filter_Y,9
## layout make-up
type                    count  area [µm²]
repair buffers             92         883
flip-flops and latches    165        4270
well taps                 319         399
clock buffers              17         425
fillers                  2011        9830
inverters                 115         437
multi-input cells         903        7020
clock inverters            15         213
## how the worst max path moves through the flow
stage | end | slack (ns) | cells after the start
after CTS | cdata_wr[11] | 0.44 | 22
after global routing | cdata_wr[11] | 0.12 | 22
final | cdata_wr[9] | 0.47 | 22
## layout by cell type, fill, tap and decap left out, drive strengths merged, types with 37 or more instances in the layout
cell type / count
nand2: 195
mux2i: 125
inv: 124
dfstp: 106
nor2: 92
clkdlybuf4s50: 77
ha: 71
dfrtp: 59
fa: 56
a21oi: 50
xnor2: 37
and2: 37
## cells by family after synthesis
kind of cell | count (synthesis) | synth area share
simple gates | 431 | 0.166
fa+ha+maj | 127 | 0.167
mux | 127 | 0.106
xor+xnor | 53 | 0.0442
compound gates | 165 | 0.101
buf+inv | 184 | 0.0604
flops | 165 | 0.355
